`flow/config.mk`:
```
export PLATFORM = sky130hd
export DESIGN_NAME = decoder_4to16_cascade
export DESIGN_NICKNAME = decoder_4to16_cascade
export VERILOG_FILES = /design/flow/design.v
export SDC_FILE = /design/flow/constraint.sdc
export NUM_CORES = 4
export LEC_CHECK = 1
export CORE_AREA = 10 10 70 70
export DIE_AREA = 0 0 80 80
```
`flow/constraint.sdc`:
```
current_design decoder_4to16_cascade

set clk_period 1.5
set clk_io_pct 0.2

create_clock -name clk0 -period $clk_period

set non_clock_inputs [all_inputs -no_clocks]
set_input_delay [expr $clk_period * $clk_io_pct] -clock clk0 $non_clock_inputs
set_output_delay [expr $clk_period * $clk_io_pct] -clock clk0 [all_outputs]
```
`flow/design.v`:
```
module decoder_2to4_basic (
    input [1:0] in,           
    input enable,            
    output reg [3:0] out      
);
    always @(*) begin
        if (!enable) begin
            out = 4'b0000;     
        end else begin
            case (in)
                2'b00: out = 4'b0001;
                2'b01: out = 4'b0010;
                2'b10: out = 4'b0100;
                2'b11: out = 4'b1000;
                default: out = 4'b0000;
            endcase
        end
    end
endmodule
module decoder_3to8 (
    input [2:0] in,
    input enable,
    output reg [7:0] out
);
    always @(*) begin
        if (!enable) begin
            out = 8'b00000000;
        end else begin
            case (in)
                3'b000: out = 8'b00000001;
                3'b001: out = 8'b00000010;
                3'b010: out = 8'b00000100;
                3'b011: out = 8'b00001000;
                3'b100: out = 8'b00010000;
                3'b101: out = 8'b00100000;
                3'b110: out = 8'b01000000;
                3'b111: out = 8'b10000000;
                default: out = 8'b00000000;
            endcase
        end
    end
endmodule
module decoder_2to4_active_low (
    input [1:0] in,
    input enable_n,           
    output reg [3:0] out_n    
);
    always @(*) begin
        if (enable_n) begin
            out_n = 4'b1111;   
        end else begin
            case (in)
                2'b00: out_n = 4'b1110;
                2'b01: out_n = 4'b1101;
                2'b10: out_n = 4'b1011;
                2'b11: out_n = 4'b0111;
                default: out_n = 4'b1111;
            endcase
        end
    end
endmodule
module decoder_param #(
    parameter INPUT_WIDTH = 3,
    parameter OUTPUT_WIDTH = 2**INPUT_WIDTH
) (
    input [INPUT_WIDTH-1:0] in,
    input enable,
    output reg [OUTPUT_WIDTH-1:0] out
);
    always @(*) begin
        if (!enable) begin
            out = {OUTPUT_WIDTH{1'b0}};
        end else begin
            out = {OUTPUT_WIDTH{1'b0}};
            out[in] = 1'b1;
        end
    end
endmodule
module decoder_shift (
    input [2:0] in,
    input enable,
    output [7:0] out
);
    assign out = enable ? (8'b00000001 << in) : 8'b00000000;
endmodule
module decoder_demux (
    input [1:0] sel,           
    input data_in,            
    input enable,
    output reg [3:0] out
);
    always @(*) begin
        if (!enable) begin
            out = 4'b0000;
        end else begin
            out = 4'b0000;
            case (sel)
                2'b00: out[0] = data_in;
                2'b01: out[1] = data_in;
                2'b10: out[2] = data_in;
                2'b11: out[3] = data_in;
                default: out = 4'b0000;
            endcase
        end
    end
endmodule
module decoder_4to16_cascade (
    input [3:0] in,
    input enable,
    output [15:0] out
);
    wire enable_low, enable_high;
    assign enable_low = enable & (~in[3]);
    assign enable_high = enable & in[3];
    decoder_3to8 dec_low (
        .in(in[2:0]),
        .enable(enable_low),
        .out(out[7:0])
    );
    decoder_3to8 dec_high (
        .in(in[2:0]),
        .enable(enable_high),
        .out(out[15:8])
    );
endmodule
```
`flow/run.sh`:
```
#!/bin/bash
# OpenROAD 26Q1-2900-gdf79404cd8, Yosys 0.63+post, stock flow scripts
make -C /OpenROAD-flow-scripts/flow DESIGN_CONFIG=/design/flow/config.mk WORK_HOME=/design/flow/orfs finish
```
==> results.txt <==
YS chip area: 117.6 µm²
Setup WS post-layout: 0.02247 ns
hpwl dp: 783.7 µm
vias in the first global route: 262
n_diodes: 0
Final Util: 13.96%
DP Worst Slack: -0.6180 ns
Int Power: 0.04027 mW
post-synthesis instance area: 117.6 µm²
DRT Pass-1 Iters: 6
Die ar.: 6400 µm²
worst hold slack: 0.8934 ns
post-synthesis sequential area ratio: 0%
Largest stage delay, worst path: 0.46 ns
static leakage: 0.2557 nW
MUX share of area: 0%
remaining antenna violation count: 0
Max VDD drop: 0.00002713 V
sw frac: 43.86%
cell area after layout: 476.7 µm²
PortBufs: 21
layout cells sized above 1: 50.98%
Final min period: 1.478 ns
sequential power share: 0%
Final Hold Viols: 0
Setup Total Neg Slack: 0 ns
CP Data Arrival Time: 1.18 ns
Top Ports: 21
Finish-stage setup viols: 0
Init Core Util: 3.443%
Area Growth Syn to Fin: 305.3%
NetSw: 0.03145 mW
Least-Margin Pin Slew: 0.1495 ns
clock power share: 0%
Max Freq: 676.8 MHz
row count: 21
tool warnings: 34
fraction of the mapped netlist area in adder cells: 0%
synthesized area per cell: 5.114 µm²
dpl cell area: 392.9 µm²
Reg area: 0 µm²
synthesized instance count: 23
part of the power in combinational logic: 100.0%
Iter 0 DRT Violations: 14
crit path max fanout: 7
Layout clock buffers: 0
distinct lib cells: 8
RSZ-0062 raised after global routing: true
vias after detailed routing: 279
Core Area: 3416 µm²
CP endpoint kind: output pin
WP data required: 1.20 ns
largest net degree at the start of global routing: 8
number of max-cap violations: 0
antenna violations before repair: 0
simple-gate share of the synthesized area: 100.0%
post-synthesis compound-gate area fraction: 0%
Final period util: 98.50%
CP Cell Sequence: buf_4 > nand2b_4 > nor2_2 > clkdlybuf4s50_1
status: complete, no violations
CTS Hold Buffers Added: 0
Slowest-stage cell, CP: clkdlybuf4s50_1
Hold WC Path Type: in2out
startpoint types: primary input
Warnings, synthesis: 1
PwrDens: 150.5 nW/µm²
routability congestion estimate: 0.7264
DR WL/cell: 9.814 µm
DRC: 0
DR vias/cell: 2.876
Die X-Extent: 80 µm
Slew Viols, Final: 0
Main logic family: simple AND/OR/NAND/NOR gates
GR Util All Layers: 2.771%
gr ovfl total: 0
first-pass GRT wire length: 1455 µm
flip-flops: 0
XOR-XNOR Cells, Area Fraction: 0%
final wirelength: 952 µm
# Cells Yosys: 23
Die H: 80 µm
max_slew headroom: 90.01%
crit path kind: in2out
[per-stage QoR]
| stage | power [mW] | instances |
|---|---|---|
| floorplan | 0.01400 | 23 |
| global placement | 0.05273 | 91 |
| detailed placement | 0.05354 | 91 |
| CTS | 0.06457 | 95 |
| global route | 0.07876 | 97 |
| finish | 0.07172 | 97 |
[cells in the mapped netlist]
| library cell | instances | area (µm²) |
|---|---|---|
| nor3_1 | 3 | 15.01 |
| nand3_1 | 1 | 5.000 |
| or3b_4 | 1 | 11.26 |
| nor2_1 | 12 | 45.04 |
| nand2b_1 | 2 | 12.51 |
| nand3b_1 | 2 | 15.01 |
| nor3_2 | 1 | 10.01 |
| nand2_1 | 1 | 3.750 |
[critical path, delay by kind of cell]
family | cells | cell delay, ns
buffers and inverters | 2 | 0.61
AND/OR/NAND/NOR | 2 | 0.26
[layer usage]
layer | global-route usage (%) | vias up | share of wire, % | routed length, µm
met5 | 0 | - | 0 | 0
met4 | 0 | 0 | 0 | 0
met3 | 0.7955 | 0 | 15 | 147
met2 | 5.698 | 17 | 52 | 499
met1 | 2.769 | 124 | 32 | 305
li1 | - | 138 | - | -
[cell families after synthesis]
family        count (synthesis)
simple gates                 23
[power groups by stage]
stage	logic (mW)	registers, mW	clock network (mW)
CTS	0.0646	0	0
finish	0.0717	0	0
global route	0.0788	0	0
[worst paths after layout]
| kind | slack, ns | from | cells past startpoint | endpoint |
|---|---|---|---|---|
| max | 0.02 | in[0] | 4 | out[14] |
| min | 0.89 | in[1] | 3 | out[0] |
[final cells by class]
class	instances	area [µm²]
Fill cell	391	2939
Multi-Input combinational cell	23	167.7
Timing Repair Buffer	28	251.5
Tap cell	46	57.56
[what timing repair did]
item,in CTS,in global routing
buffers inserted,4,2
pin swaps,11,5
gates resized,53,9
setup endpoints to repair,16,8
[cells in the final DEF, fill, tap and decap left out]
cell type and count:
nand3_4 1, nand2b_4 2, dlygate4sd2_1 11, dlymetal6s2s_1 2
buf_8 1, nor3_1 1, buf_4 6, nor3_2 3
nor2_2 5, nand3b_1 2, buf_6 4, clkdlybuf4s50_1 1
buf_2 3, nand2_1 1, nor2_1 7, or3b_4 1
Power is estimated from default activity; no workload was simulated.
